### /design/flow/run.sh
#!/bin/bash
# OpenROAD 26Q1-2900-gdf79404cd8, Yosys 0.63+post, stock flow scripts
make -C /OpenROAD-flow-scripts/flow DESIGN_CONFIG=/design/flow/config.mk WORK_HOME=/design/flow/orfs finish
### /design/flow/config.mk
export PLATFORM = sky130hd
export DESIGN_NAME = sum8
export DESIGN_NICKNAME = sum8
export VERILOG_FILES = /design/flow/design.v
export SDC_FILE = /design/flow/constraint.sdc
export NUM_CORES = 4
export LEC_CHECK = 1
export CORE_UTILIZATION = 40
### /design/flow/constraint.sdc
current_design sum8

set clk_period 6.1
set clk_io_pct 0.2

create_clock -name clk0 -period $clk_period [get_ports {clk}]

set non_clock_inputs [all_inputs -no_clocks]
set_input_delay [expr $clk_period * $clk_io_pct] -clock clk0 $non_clock_inputs
set_output_delay [expr $clk_period * $clk_io_pct] -clock clk0 [all_outputs]
### /design/flow/design.v
module sum8( 
	input clk, reset,
	input adc_done,
	input [15:0] adc_data,
	output [15:0]sum8
);
	reg [15:0] shift0, shift1, shift2, shift3, shift4, shift5, shift6, shift7;
	always @(posedge clk, negedge reset)begin
		if(!reset) begin 
			shift0 <= {16{1'b0}};
			shift1 <= {16{1'b0}};
			shift2 <= {16{1'b0}};
			shift3 <= {16{1'b0}};
			shift4 <= {16{1'b0}};
			shift5 <= {16{1'b0}};
			shift6 <= {16{1'b0}};
			shift7 <= {16{1'b0}};
		end
		else if(adc_done) begin
			shift0 <= adc_data;
			shift1 <= shift0;
			shift2 <= shift1;
			shift3 <= shift2;
			shift4 <= shift3;
			shift5 <= shift4;
			shift6 <= shift5;
			shift7 <= shift6;
		end
	end
	reg adc_done2;
	always @(posedge clk,negedge reset)begin
		if(!reset) adc_done2 <= 1'b0;
		else adc_done2 <= adc_done;
	end
	reg [18:0] sum;
	always @(posedge clk, negedge reset)begin
		if(!reset) sum <= {19{1'b0}};
		else if(adc_done2) begin
			sum <= shift0 + shift1 + shift2 + shift3 + shift4 + shift5 + shift6 + shift7;
		end
	end
	assign sum8 = sum[18:3];
endmodule
==> impl_metrics.toml <==
# yosys + openroad results
[run_status]
outcome = "completed"

[worst_setup_path]
destination_of_the_worst_register_to_register_timing_path = "sum[14]$_DFFE_PN0P_"
required_time_at_the_worst_slack_endpoint_ns = 6.40
worst_ep_arrival_time_ns = 4.87
worst-r2r-cell-count = 14
startpoint_of_the_lowest_slack_register_to_register_path = "shift0[3]$_DFFE_PN0P_"
setup.worst_path.class = "reg -> reg"
setup.worst_path.end_class = "register"
cp-startpoint = "shift0[3]$_DFFE_PN0P_"
cp-endpoint = "sum[14]$_DFFE_PN0P_"
worstPathMaxFanout = 5
rrSetupSlack_ns = 1.54
setup.worst_path.start_class = "register"

[logic_synthesis]
synth-area-yosys_um2 = 8500
synth_cell_area_um2 = 8500
yosys_most_used_dff = "dfrtp_1"
synth.avg_cell_area_um2 = 10.2
synth_cell_type_count = 40
netlist_instances = 830
flip_flop_and_latch_count_after_synthesis = 145
asyncSetResetFlopFracSynth_pct = 100
synth-seq-area-share_pct = 42.7
enable_flop_cells = 0
synth-cells-yosys = 830
yosysWarningCount = 1

[routing]
drtIter0Drc = 234
postRouteWirelength_um = 13900
drc_errors = 0
ant_nets = 0
vias = 5265
insertedDiodeCount = 0
detail_route.vias_per_cell = 4.62
post_drt_wl_per_cell_um = 12.2
first_pass_detailed_route_iteration_total = 4

[global_routing]
grt_pass1_vias = 5425
grt_max_degree = 121
gr-total-overflow = 0
wire_length_of_the_first_global_routing_pass_um = 25500
grt_antenna_before_repair = 0
groute.usage.overall_pct = 15.2

[clock_tree]
clock-sinks = 145
cts_root_buf = "clkbuf_16"
cts_repair_resize_count = 0
insertion_delay_ns = 0.41
clk_transition_reported_paths_ns = 0.06
post-cts-setup-buffers = 0
ctsHoldBuffers = 0
cts_tree = "built"
clk_path_buf_depth = 2
htreeDepth = 4
numCtsBuffers = 17

[sta]
final-hold-violation-count = 0
clock.fmax_mhz = 219
max_slew.worst_pin.slew_ns = 0.714
setup_total_negative_slack_ns = 0
grt_setup_unrepaired = "false"
setup_viol_count_final = 0
fin_worst_skew_ns = 0.00964
minimum_clock_period_after_layout_ns = 4.56
final-max-slew-violation-count = 0
slew_headroom_pct = 52.4
timing.final.crit_share_pct = 74.8

[place]
port_buffers = 34
dp_hpwl_um = 9680
gp_routability_congestion = 0.813
placed_area_um2 = 9110

[die]
design.die.area_um2 = 21800
top_level_ports = 35
die_span_in_x_um = 148
design.core.area_um2 = 20600
floorplan.die.height_um = 148
placementRows = 52
floorplan.initialDensity_pct = 41.3

[run]
drv.max_cap_violation_count = 0
stage_log_warnings = 29

[layout]
final-seq-area_um2 = 3630
filler_cell_count = 1875
stdcell_area_um2 = 9780
final_core_utilization_pct = 47.6
drive_above_1_share_pct = 8.05
layout-area-overhead-vs-synth_pct = 15.1
combGateArea_um2 = 4030

[worst_hold_path]
holdCritPathClass = "reg -> reg"

[power_and_ir_drop]
state kept, by name, summed over array words and instances (netlist names), 16 cells and up:
signal,count
shift0,16
shift1,16
shift2,16
shift3,16
shift4,16
shift5,16
shift6,16
shift7,16
sum,16
placed cells by master (no fill, tap or decap), types with 3 or more instances in the layout:
cell type          n
nand3_1            6
a21oi_1           16
dfrtp_1          145
a31oi_1            4
fa_1              94
bufinv_16          6
clkdlybuf4s50_1   32
clkinvlp_4         3
nand2_1          119
xnor2_1            6
inv_1            196
clkbuf_16         17
ha_1              18
o21ai_0          111
a211o_1            3
a21o_1             6
mux2_2            33
nor2_1            11
clkinv_4           3
nand4_1            6
area by class of cell:
cell class | instances | area share [%]
clock buffer | 19 | 4.53
clock inverter | 13 | 2.39
inverter | 196 | 7.52
multi-input combinational | 460 | 41.2
sequential | 145 | 37.1
tap | 270 | 3.45
timing repair buffer | 37 | 3.86
cell usage after synthesis, types with 2 or more instances:
| master | number | area [um2] |
|---|---|---|
| nand4_1 | 6 | 37.5 |
| buf_1 | 9 | 33.8 |
| xnor2_1 | 6 | 52.6 |
| a21oi_1 | 16 | 80.1 |
| o211ai_1 | 2 | 15.0 |
| ha_1 | 18 | 225 |
| and3_1 | 2 | 12.5 |
| clkbuf_1 | 20 | 75.1 |
| nand3_1 | 6 | 30.0 |
| nand2b_1 | 2 | 12.5 |
| a211o_1 | 3 | 26.3 |
| dfrtp_1 | 145 | 3630 |
| o21ai_0 | 111 | 556 |
| fa_1 | 94 | 1880 |
| a21o_1 | 6 | 45.0 |
| nor2_1 | 11 | 41.3 |
| inv_1 | 196 | 736 |
| xor2_1 | 2 | 17.5 |
| a31oi_1 | 4 | 25.0 |
| nand2_1 | 119 | 447 |
| mux2_2 | 33 | 372 |
through the flow:
stage	std cells	worst slack, ns	hold WS, ns
global route	1140	1.32	0.503
CTS	1140	1.51	0.476
global placement	1108	1.55	0.454
detailed placement	1108	1.52	0.462
finish	1140	1.54	0.472
floorplan	830	1.72	0.427
cell families (layout without fill, tap and decap cells):
kind of cell             after synthesis  count (layout)  share of synthesized area, %
AND/OR/NAND/NOR                      154             154                          7.54
adder cells (fa/ha/maj)              112             112                          24.8
buffers and inverters                225             265                          9.94
flip-flops                           145             145                          42.7
XOR/XNOR                               8               8                         0.824
AND-OR/OR-AND                        153             153                          9.86
multiplexers                          33              33                          4.37
worst min path at each step:
stage | cells after the start | endpoint | startpoint | slack (ns)
CTS | 2 | shift4[0]$_DFFE_PN0P_ | shift3[0]$_DFFE_PN0P_ | 0.48
global route | 2 | shift7[1]$_DFFE_PN0P_ | shift6[1]$_DFFE_PN0P_ | 0.50
finish | 2 | shift5[9]$_DFFE_PN0P_ | shift4[9]$_DFFE_PN0P_ | 0.47
critical path: stages, from the launching register on:
cell     delay, ns
dfrtp_1       0.34
inv_1         0.07
fa_1          0.54
inv_1         0.06
fa_1          0.51
fa_1          0.55
inv_1         0.05
fa_1          0.54
inv_1         0.07
fa_1          0.46
a21o_1        0.21
a221o_1       0.36
a31o_1        0.30
and4b_1       0.20
a211o_1       0.22
metal layers:
metal  vias to the layer above  wire, um  track usage (%)
met5                         -         0                0
met1                      2593      6700             24.2
met2                        51      6710             23.6
met3                         4       377             3.43
met4                         0        74             1.13
li1                       2617         -                -
