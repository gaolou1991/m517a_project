$ cat flow/design.v
module bear_decode( 
	input clk, reset,
	input [11:0] angle,
	input synclk,
	input [5:0] delay,
	input t5us,
	output reg [11:0] bear,
	output reg north,
	output onorth,
	output [3:0]sector
);
	reg pos_new, pos_old;
	always @( posedge clk, negedge reset)begin
		if(!reset) begin pos_new <= 1'b0; pos_old <= 1'b0; end
		else begin pos_new <= synclk; pos_old <= pos_new; end
	end
	wire us_clr;
	assign us_clr = pos_new & (!pos_old); 
	reg [5:0] us_delay;
	always @(posedge clk, negedge reset)begin
		if(!reset) us_delay <= {6{1'b0}};
		else if(us_clr) us_delay <= {6{1'b0}};
		else if(us_delay == delay) us_delay <= us_delay;
		else if(t5us) us_delay <= us_delay + 1'b1;
	end
	always @(posedge clk,negedge reset)begin
		if(!reset) bear <= {12{1'b0}};
		else if(us_delay == delay) bear <= angle;
		else bear <= bear;
	end
	always @(posedge clk, negedge reset)begin
		if(!reset) north <= 1'b0;
		else north <= (bear[11:8] == 4'b0000) ? 1'b1 : 1'b0;
	end
	reg north_flg;
	always @(posedge clk, negedge reset)begin
		if(!reset) north_flg <= 1'b0;
		else north_flg <= (bear[11:8] == 4'b0000) ? 1'b1 : 1'b0;
	end
	reg p1, p2;
	always @(posedge clk, negedge reset)begin
		if(!reset) begin p1 <= 1'b0; p2 <= 1'b0; end
		else begin p1 <= north_flg; p2 <= p1; end
	end
	wire north_start;
	assign north_start = p1 & (!p2);
	reg [31:0] delay_north;
	always @(posedge clk, negedge reset) begin
		if(!reset) delay_north <= {32{1'b1}};
		else if(north_start) delay_north <= {12{1'b0}};
		else if(delay_north < 32'd3199999) delay_north <= delay_north + 1'b1;
		else delay_north <= delay_north ;
	end
	assign onorth = delay_north < 32'd3199999 ? 1'b0 : 1'b1;
	assign sector = bear[11:8];   
endmodule
module decode( 
	input clk, reset,
	input [11:0] angle,
	input [5:0] delay,
	output [11:0] bear,
	output north, onorth,
	output [3:0]sector,
	input synclk,
	output [9:0] range,
	output pros,
	output adc_start,
	input time_clr,
	output[15:0] timer,
	output osynclk
);
	wire t5us;
	bear_decode u0(
		.clk(clk), 
		.reset(reset),
		.angle(angle),
		.synclk(synclk),
		.delay(delay),
		.bear(bear),
		.north(north),
		.onorth(onorth),
		.t5us(t5us),
		.sector(sector)
	);
	range_decode u1( 
		.clk(clk), 
		.reset(reset),
		.synclk(synclk),
		.range(range),
		.pros(pros),
		.adc_start(adc_start),
		.osynclk(osynclk),
		.t5us(t5us)
	);
	time_decode u3(
		.clk(clk), 
		.reset(reset),
		.time_clr(time_clr),
		.timer(timer),
		.t5us(t5us)
	);
endmodule
module range_decode( 
	input clk, reset,
	input synclk,
	output reg [9:0] range,
	output reg pros,
	output reg adc_start,
	output reg osynclk,
	output t5us
);
	reg pos_new, pos_old;
	always @( posedge clk, negedge reset)begin
		if(!reset) begin pos_new <= 1'b0; pos_old <= 1'b0; end
		else begin pos_new <= synclk; pos_old <= pos_new; end
	end
	wire clr;
	assign clr = pos_new & (!pos_old);
	always @(posedge clk,negedge reset)begin
		if(!reset) osynclk <= 1'b0;
		else osynclk <= synclk;
	end
	reg [7:0] counter;
	always @(posedge clk, negedge reset)begin
		if(!reset) counter <= {8{1'b0}};
		else if(clr) counter <= {8{1'b0}};
		else if(counter == (8'd199)) counter <= {8{1'b0}};
		else counter <= counter + 1'b1;
	end
	reg rcounter_en;
	always @(posedge clk, negedge reset)begin
		if(!reset) rcounter_en <= 1'b0;
		else if(counter == (8'd199)) rcounter_en <= 1'b1;
		else rcounter_en <= 1'b0;
	end 
	assign t5us = rcounter_en;		 
	always @(posedge clk, negedge reset)begin
		if(!reset) adc_start <= 1'b0;
		else adc_start <= rcounter_en;
	end
	always @(posedge clk, negedge reset)begin
		if(!reset) range <= {10{1'b0}};
		else if(clr) range <= {10{1'b0}};
		else if(rcounter_en) range <= range + 1'b1;
	end
	always @(posedge clk,negedge reset)begin
		if(!reset) pros <= 1'b0;
		else pros <= range < 10'd599 ? 1'b1 : 1'b0;
	end
endmodule
module time_decode(
	input clk, reset,
	input time_clr,
	input t5us,
	output reg [15:0] timer
);
	reg pold, pnew;
	always @(posedge clk, negedge reset)begin
		if(!reset) begin pold <= 1'b0; pnew <= 1'b0; end
		else begin pold <= pnew; pnew <= time_clr; end
	end
	wire timer_clr;
	assign timer_clr = pnew & (!pold);
	reg [11:0] us;
	always @(posedge clk,negedge reset)begin
		if(!reset) us <= {12{1'b0}};
		else if(timer_clr) us <= {12{1'b0}};
		else if(us == (12'd3999)) us <= {12{1'b0}}; 
		else if(t5us) us <= us + 1'b1;
	end
	reg ms_en;
	always @(posedge clk,negedge reset)begin
		if(!reset) ms_en <= 1'b0;
		else if(us == (12'd3999)) ms_en <= 1'b1;
		else ms_en <= 1'b0;
	end
	always @(posedge clk, negedge reset)begin
		if(!reset) timer <= {16{1'b0}};
		else if(timer_clr) timer <= {16{1'b0}};
		else if(ms_en) timer <= timer + 1'b1;
	end
endmodule
$ cat flow/run.sh
#!/bin/bash
# OpenROAD 26Q1-2900-gdf79404cd8, Yosys 0.63+post, stock flow scripts
make -C /OpenROAD-flow-scripts/flow DESIGN_CONFIG=/design/flow/config.mk WORK_HOME=/design/flow/orfs finish
$ cat flow/config.mk
export PLATFORM = sky130hd
export DESIGN_NAME = decode
export DESIGN_NICKNAME = decode
export VERILOG_FILES = /design/flow/design.v
export SDC_FILE = /design/flow/constraint.sdc
export NUM_CORES = 4
export LEC_CHECK = 1
export CORE_UTILIZATION = 30
$ cat flow/constraint.sdc
current_design decode

set clk_period 5.4
set clk_io_pct 0.2

create_clock -name clk0 -period $clk_period [get_ports {clk}]

set non_clock_inputs [all_inputs -no_clocks]
set_input_delay [expr $clk_period * $clk_io_pct] -clock clk0 $non_clock_inputs
set_output_delay [expr $clk_period * $clk_io_pct] -clock clk0 [all_outputs]
==> qor.yml <==
outcome: "complete, no violations"
timing.reg2reg.worst_path_depth: 6
area_of_the_die_um2: 17500
syn-mean-instance-area_um2: 10.27
detail_route.vias_per_cell: 4.835
n_antenna_cell: 0
vias: 3781
power.leakage_nw: 2.514
tightest_slew_ps: 739.2
cts_root_buf: "sky130_fd_sc_hd__clkbuf_16"
row_count: 47
setup-violations-final: 0
power_density_over_the_cells_nw_per_um2: 290.9
grt_setup_unrepaired: "no"
yosys_warnings: 3
tritoncts_clock_tree: "built"
register_area_um2: 2718
detail_route.drc_violations: 0
post_synth_main_area_contributors: "sky130_fd_sc_hd__dfrtp_1, sky130_fd_sc_hd__dfstp_2, sky130_fd_sc_hd__xnor2_1"
p_sw_mw: 0.4519
number_of_stages_on_the_worst_hold_path: 0
cts-root-to-sink-buffers: 2
cts_setup_buffers: 0
ys_types: 47
hold_buffers: 0
drtPass1Iterations: 4
syn-cell-area_um2: 5092
max_clock_freq_ghz: 0.2669
syn2layout_area_growth_pct: 22.65
synth.yosys.seq_area_share_pct: 53.37
htreeDepth: 3
cts_buffers: 9
enable_flop_cells: 0
floorplan.io_pins: 69
cp.required_ps: 4320
power_frac_clock_pct: 37.8
detail_route.iter0.violations: 231
final_common_cell: "sky130_fd_sc_hd__dfrtp_1"
gp_routability_congestion: 0.8169
chipHeight_um: 132.3
buffer_ports.inserted: 68
path_clk_slew_ps: 70
start_kind: "register"
grt_start_max_net_pins: 56
timing.final.crit_period_ps: 3747
grt_pass1_vias: 3565
cp_cell_sequence: "ha_1 > nand2_1 > or3_1 > a2111oi_4 > or2_2 > clkdlybuf4s50_1"
first_pass_grt_wire_length_mm: 17.57
detailedPlacementHpwl_mm: 6.782
layout.filler_cells: 1601
cp_slowest_stage_delay_ps: 560
synthFlopType: "sky130_fd_sc_hd__dfrtp_1"
finalSetupTns_ps: 0
max-vdd-ir-drop_mv: 0.1553
synth-async-reset-ratio_pct: 100.0
worstPathMaxFanout: 5
slowest_stage: "sky130_fd_sc_hd__dfstp_2"
tritoncts_num_sinks: 107
crit_path_leading_delay_family: "simple AND/OR/NAND/NOR gates"
log.warning_count: 25
total_power_mw: 1.817
netSwitchingFraction_pct: 24.87
finalWirelength_mm: 10.27
hold_class: "register to register"
yosysCellCount: 496
cp-end-kind: "output port"
crit_cells: 6
drv_slew: 0
power.combinational.fraction_pct: 11.8
timing.max_cap.violations: 0
timing.setup.critical_path_class: "register to output port"
grt_usage_pct: 12.52
worst-endpoint-arrival_ps: 2670
post_synth_inst_count: 496
number_of_antenna_violations_at_the_first_check_in_global_routing: 0
min_period_over_period_pct: 69.39
globalRoute.totalOverflow: 0
avgRoutedWirePerCell_um: 13.13
final_layout_top_logic_cells: "sky130_fd_sc_hd__dfrtp_1, sky130_fd_sc_hd__clkdlybuf4s50_1, sky130_fd_sc_hd__nand2_1, sky130_fd_sc_hd__nor2_1, sky130_fd_sc_hd__dfstp_2"
dieWidth_um: 132.3
power_frac_seq_pct: 50.4
cts_repair_resizes: 0
synth-seq-cells: 107
clock_insertion_delay_worst_skew_ps: 350
layout-drive-gt1-share_pct: 13.88
synth_largest_type_area_fraction_pct: 36.86
yosys-stat-area_um2: 5092
logic_area_um2: 2190
power_report.internal_total_mw: 1.365
initCoreUtil_pct: 30.71
slew_headroom_pct: 50.34
final_antenna_net_count: 0
yosys.area.top_type: "sky130_fd_sc_hd__dfrtp_1"
core-area_um2: 16580
clock-skew-final_ps: 7.162
buffers_and_inverters_on_the_worst_path: 1
timing_hold_violations_final: 0
## stage by stage
stage	instances	instance area [µm²]	setup WS [ps]	util, %	hold WS (ps)
global placement	766	5932	2037	35.77	353.2
CTS	782	6246	1640	37.66	373.0
floorplan	496	5092	2423	-	331.2
finish	782	6246	1653	37.66	370.6
detailed placement	766	5932	2026	35.77	356.9
global route	782	6246	1539	37.66	391.5
## cells by family (layout without fill, tap and decap cells)
| kind of cell | after synthesis | count (layout) | synth area share [%] |
|---|---|---|---|
| AND/OR/NAND/NOR | 240 | 240 | 23.98 |
| flip-flops | 107 | 107 | 53.37 |
| AND-OR/OR-AND | 61 | 61 | 8.403 |
| XOR/XNOR | 49 | 49 | 8.427 |
| buffers and inverters | 30 | 96 | 3.759 |
| adder cells (fa/ha/maj) | 6 | 6 | 1.474 |
| multiplexers | 3 | 3 | 0.5897 |
## worst register-to-register path, cell delays in order, from the launching register on
cell and delay, ps:
sky130_fd_sc_hd__dfstp_2 560, sky130_fd_sc_hd__ha_1 250, sky130_fd_sc_hd__nand2_1 70, sky130_fd_sc_hd__or3_1 480, sky130_fd_sc_hd__nor3_1 650, sky130_fd_sc_hd__a21oi_1 160
sky130_fd_sc_hd__a31o_2 240
## metal layers
layer	track usage (%)	share of wire (%)	vias up
li1	-	-	1865
met1	19.00	50	1849
met2	19.72	46	63
met3	2.748	3.8	4
met4	1.086	0.44	0
met5	0	0	-
## sequential cells by signal, summed over array words and instances, names as in the netlist, 6 cells and up
register / flops
u0.us_delay: 6
u0.bear: 12
u3.us: 12
u1.range: 10
u1.counter: 8
u0.delay_north: 32
u3.timer: 16
## power groups by stage
| stage | logic (mW) | registers (mW) | clock network [mW] |
|---|---|---|---|
| final | 0.215 | 0.916 | 0.686 |
| after global routing | 0.243 | 0.927 | 0.746 |
| after CTS | 0.220 | 0.917 | 0.718 |
## final timing paths
path                              startpoint                  to  slack, ps
hold / removal                       u3.pnew             u3.pold        370
max in group asynchronous              reset               u0.p2       3480
setup / recovery           u0.delay_north[0]              onorth       1650
setup reg to reg           u0.delay_north[0]  u0.delay_north[18]       2920
hold reg to reg                      u3.pnew             u3.pold        370
min in group asynchronous              reset         u3.timer[9]        750
## synth_stat cells, drive strengths merged, types with 8 or more instances
library cell and instances:
and3 11, buf 8, or3 9, dfstp 32
nor4 11, nand3 20, and2 13, a21oi 24
nor3 10, nand2 56, dfrtp 75, xnor2 25
nand4 23, clkbuf 16, o21ai 11, or4 13
xor2 24, o31ai 13, nor2 56
## layout make-up
cell class | count | share of cell area, %
sequential | 107 | 43.51
inverter | 5 | 0.3005
tap | 220 | 4.407
clock inverter | 4 | 0.9215
timing repair buffer | 75 | 11.70
multi-input combinational | 359 | 35.06
clock buffer | 12 | 4.107
Power and IR drop assume default switching activity.
