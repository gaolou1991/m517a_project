==> flow/design.v <==
module adc7610d(
	output reg [15:0] adc_data,					 
	output adc_clk,									 
	output reg adc_cnvst, adc_cs, adc_rst,	 
	output reg adc_done,							 
	input adc_din, adc_busy,						 
	input adc_start,									 
	input clk, reset									 
);
	localparam [3:0] t0 = 4'b0001, t1 = 4'b0010, t2 = 4'b0100, t3 = 4'b1000;
	reg [3:0] cur, nxt;
	reg adc_start2;
	reg [2:0] scnt;
	reg [7:0] sdelay;
	always @(posedge clk, negedge reset) begin
		if(!reset) cur <= t0;
		else cur <= nxt;
	end
	always @(*)begin
		if(!reset) nxt = t0;
		else case (cur)
			t0 : if(adc_start) nxt = t1; else nxt = t0;
			t1 : if(scnt < 3'd2) nxt = t2; else nxt = t0;
			t2 : nxt = t3;
			t3 : if(sdelay == 8'd80) nxt = t1; else nxt = t3;
			default : nxt = t0;
		endcase
	end
	always @(posedge clk, negedge reset)begin
		if(!reset) begin adc_start2 <= 1'b0; sdelay <= {8{1'b0}}; end
		else case(cur)
			t0 : begin adc_start2 <= 1'b0; end
			t1 : begin sdelay <= {8{1'b0}}; end
			t2 : begin adc_start2 <= 1'b1; end
			t3 : begin adc_start2 <= 1'b0; sdelay <= sdelay + 1'b1; end
			default : begin adc_start2 <= 1'b0; sdelay <= {8{1'b0}}; end
		endcase
	end
	localparam [9:0] s0 = 10'b00_0000_0001, s1 = 10'b00_0000_0010, s2 = 10'b00_0000_0100, s3 = 10'b00_0000_1000, s4 = 10'b00_0001_0000,
					 s5 = 10'b00_0010_0000, s6 = 10'b00_0100_0000, s7 = 10'b00_1000_0000, s8 = 10'b01_0000_0000, s9 = 10'b10_0000_0000,
					 s10 = 10'b00_0000_0000;
	reg [5:0] delay;					 
	reg [4:0] shift_cnt;			 
	reg delay_en, shift_en;		 
	reg delay_rst, shift_rst;	 
	reg [9:0] cur_state, nxt_state;
	always @(posedge clk, negedge reset)begin
		if(!reset) cur_state <= s0;
		else cur_state <= nxt_state;
	end
	always @(*)begin
		case(cur_state)
		s0 : nxt_state <= s1;
		s1 : if(delay == (6'd20)) nxt_state <= s2; else nxt_state <= s1;
		s2: if((!adc_busy) && adc_start2) nxt_state <= s3; else nxt_state <= s2;
		s3 : nxt_state <= s4;
		s4 : if(delay == (6'd40)) nxt_state <= s5; else nxt_state <= s4;
		s5 : nxt_state <= s6;
		s6 : if(shift_cnt == (5'd14)) nxt_state <= s7; else nxt_state <= s6;
		s7 : nxt_state <= s8;
		s8 : nxt_state <= s9;
		s9 : if(scnt == 2'd2) nxt_state <= s10; else nxt_state <= s2;
		s10 : nxt_state <= s2;
		default : nxt_state <= s0;
		endcase
	end
	reg adc_done2;
	always @(posedge clk, negedge reset)begin
		if(!reset) begin
			delay_en <= 1'b0; shift_en <= 1'b0;
			delay_rst <= 1'b1; shift_rst <= 1'b1;
			adc_rst <= 1'b0; adc_cnvst <= 1'b1; adc_cs <= 1'b1;
			adc_done <= 1'b0;
			adc_done2 <= 1'b0;
		end
		else begin
			case(cur_state)
			s0 : begin delay_rst <= 1'b0; adc_rst <= 1'b1; end
			s1 : begin delay_rst <= 1'b1; delay_en <= 1'b1; adc_rst <= 0; end
			s2 : begin delay_en <= 1'b0; adc_done2 <= 1'b0; adc_done <= 1'b0; end
			s3 : begin adc_cnvst <= 1'b0; delay_rst <= 1'b0; end
			s4 : begin delay_rst <= 1'b1; delay_en <= 1'b1; end
			s5 : begin adc_cnvst <= 1'b1; delay_en <= 1'b0; adc_cs <= 1'b0; shift_rst <= 1'b0; end
			s6 : begin shift_rst <= 1'b1; shift_en <= 1'b1; end
			s7 : begin adc_cs <= 1'b1; shift_en <= 1'b0; adc_done2 <= 1'b1; end
			s8 : begin adc_done2 <= 1'b0; end
			s9 : begin end
			s10 : begin adc_done <= 1'b1; end
			endcase
		end
	end
	always @(posedge clk, negedge delay_rst)begin
		if(!delay_rst) delay <= {6{1'b0}};
		else if(delay_en) delay <= delay + 1'b1;
		else delay <= delay;
	end
	wire clk_4;
	assign clk_4 = clk;
	reg  q2;
	always @(posedge clk_4, negedge reset)begin
		if(!reset) q2 <= 1'b0;
		else q2 <= shift_en;
	end
	assign adc_clk = q2 & (clk_4);
	wire shift_en2;
	assign shift_en2 = shift_en & q2;
	always @( posedge clk_4, negedge shift_rst)begin
		if(!shift_rst) shift_cnt <= {5{1'b0}};
		else if(shift_en2) shift_cnt <= shift_cnt + 1'b1;
	end
	reg [15:0] shift_data;
	always @(posedge clk_4, negedge shift_rst)begin
		if(!shift_rst) shift_data <= {16{1'b0}};
		else if(shift_en2) shift_data <= {shift_data[14:0], adc_din};
		else shift_data <= shift_data;
	end
	always @(posedge clk, negedge reset)begin
		if(!reset) scnt <= {3{1'b0}};
		else if(adc_start) scnt <= {3{1'b0}};
		else if(adc_done2) scnt <= scnt + 1'b1;
	end
	reg [17:0] sum;
	always @(posedge clk, negedge reset)begin
		if(!reset) sum <= {18{1'b0}};
		else if(adc_start) sum <= {18{1'b0}};
		else if(adc_done2) sum <= sum + shift_data;
	end
	always @(posedge clk, negedge reset)begin
		if(!reset) adc_data <= {16{1'b0}};
		else if(adc_done) begin adc_data <= {2'b10,sum[14:1]}; end 
	end
endmodule
module nv( 
	output adc_clk,						 
	output adc_cnv, adc_cs, adc_rst,	 
	input adc_din, adc_busy,			 
	input adc_start,					 
	output adc_done,					 
	input [15:0] thresh_hander,			 
	output reg streama,					 
	input [15:0] thresh_auto,			 
	output reg streamb,					 
	input [15:0] pf_cfar, step_cfar,
	output [15:0] statistic_cfar,
	input start_cfar,
	input synclk,
	output [15:0] update_cfar_door,	 
	input clk, reset
);
	wire [15:0] adc_data;
	adc7610d u0(
		.adc_data(adc_data),
		.adc_clk(adc_clk),
		.adc_cnvst(adc_cnv), 
		.adc_cs(adc_cs), 
		.adc_rst(adc_rst),
		.adc_done(adc_done),
		.adc_din(adc_din), 
		.adc_busy(adc_busy),
		.adc_start(adc_start),
		.clk(clk), 
		.reset(reset)
	);
	wire bitsa;
	assign bitsa = adc_data > thresh_hander ? 1'b1 : 1'b0;
	always @(posedge clk,negedge reset)begin
		if(!reset) streama <= 1'b0;
		else if(adc_done) streama <= bitsa;
	end
endmodule
==> flow/run.sh <==
#!/bin/bash
# OpenROAD 26Q1-2900-gdf79404cd8, Yosys 0.63+post, stock flow scripts
make -C /OpenROAD-flow-scripts/flow DESIGN_CONFIG=/design/flow/config.mk WORK_HOME=/design/flow/orfs finish
==> flow/config.mk <==
export PLATFORM = sky130hd
export DESIGN_NAME = nv
export DESIGN_NICKNAME = nv
export VERILOG_FILES = /design/flow/design.v
export SDC_FILE = /design/flow/constraint.sdc
export NUM_CORES = 4
export LEC_CHECK = 1
export CORE_UTILIZATION = 50
==> flow/constraint.sdc <==
current_design nv

set clk_period 1.0
set clk_io_pct 0.2

create_clock -name clk0 -period $clk_period [get_ports {clk}]

set non_clock_inputs [all_inputs -no_clocks]
set_input_delay [expr $clk_period * $clk_io_pct] -clock clk0 $non_clock_inputs
set_output_delay [expr $clk_period * $clk_io_pct] -clock clk0 [all_outputs]
==> impl_metrics.py <==
# Generated from Yosys and OpenROAD reports
metrics = {
    "hold_path": {
        "hp-class": "primary input to flop",
        "hp-start": "reset",
    },
    "placement": {
        "dpl.hpwl_um": 7250,
        "port_buffers": 26,
        "dp.cells": 752,
        "dpl_cell_area_sq_um": 6340,
        "place.gp.congestion": 0.875,
    },
    "power": {
        "peakVddDrop_mv": 1.05,
        "total_power_w": 0.00952,
        "powerDensity_nw_per_um2": 1260,
        "p_leak_nw": 3.73,
    },
    "setup_path": {
        "slowest_stage": "dfrtp_1",
        "reg2reg_from": "u0.shift_data[0]$_DFFE_PN0P_",
        "required_ns": 1.35,
        "cp-end-kind": "flop",
        "crit_path_max_fanout": 2,
        "max_stage_delay_ns": 0.36,
        "worstSetupPathType": "flop to flop",
        "crit_path_cell_trace": "ha_2 -> inv_2 -> fa_2 -> and2b_1 -> o2111ai_2 -> buf_4 -> a21oi_4 -> buf_6 -> o21ai_2 -> a21o_1 -> a32o_1",
        "start_kind": "flop",
        "crit_start": "u0.shift_data[0]$_DFFE_PN0P_",
        "crit_arrival_ns": 2.62,
    },
    "floorplan": {
        "fp_util_pct": 51.4,
        "rows": 36,
        "die_x_um": 102,
        "ioPinCount": 110,
        "die_height_um": 102,
        "core_sq_um": 9770,
        "chip_area_sq_um": 10500,
    },
    "synth": {
        "yosysChipArea_sq_um": 5020,
        "netlist_area_sq_um": 5020,
        "async_flop_share_pct": 100,
        "ys_warn_count": 35,
        "synth.avg_cell_area_sq_um": 10.4,
        "ys.flop_type": "dfrtp_1",
        "edf_count": 0,
        "yosys_register_bits": 94,
        "ys_cells": 483,
        "yosysSeqAreaShare_pct": 47.0,
        "syn_inst": 483,
        "yosysUniqueCellTypes": 55,
    },
    "global_route": {
        "grtUsageMet2_pct": 31.9,
        "antenna_found_initial": 0,
        "grt_pass1_wl_um": 17300,
        "top_usage_layer": "met1",
        "grt_pass1_vias": 3695,
        "use_met3_pct": 2.71,
        "grt_max_degree": 41,
        "grt_use_met1_pct": 38.4,
        "grt.total_usage_pct": 22.1,
        "gr-total-overflow": 0,
    },
    "final_timing": {
        "slew_viol_final": 0,
        "period_needed_ns": 2.27,
        "hold_violations": 0,
        "setup_viol": 74,
        "holdWs_ns": 0.0316,
        "fin_skew_ns": 0.0114,
        "fmax_mhz": 440,
        "layout_setup_ws_ns": -1.27,
        "rsz0062_at_grt": "yes",
        "finalCritPeriodShare_pct": 227,
    },
    "layout": {
        "comb_area_sq_um": 3020,
        "post_route_cells_drive_above_1_share_pct": 44.4,
        "fin_util_pct": 77.1,
        "fin_area_sq_um": 7540,
        "area_growth_pct": 50.0,
        "regArea_sq_um": 2360,
        "nFillCells": 604,
        "finalNonFillerCells": 806,
    },
    "route": {
        "drc": 0,
        "first_pass_iters": 4,
        "viasPerCell": 4.90,
        "ant_nets": 0,
        "first_iter_violations": 151,
        "wire_per_inst_um": 13.9,
        "vias": 3952,
        "wl_um": 11200,
        "diodes": 0,
    },
    "status": {
        "violations": "setup timing",
        "status": "finished, violations left",
    },
    "cts": {
        "cts_tree": "built",
        "clk_pin_slew_worst_paths_ns": 0.09,
        "clock_latency_ns": 0.46,
    },
    "job": {
        "log.warning_count": 84,
        "cap_violations": 0,
    },
}
## where the power goes
group / internal [W] / switching, W / total [W]
Sequential: 0.00413 / 0.000284 / 0.00442
Clock: 0.00153 / 0.00144 / 0.00298
Combinational: 0.00115 / 0.000976 / 0.00213
Total: 0.00682 / 0.00270 / 0.00952
## state kept, by name, summed over array words and instances, names as in the netlist, 3 cells and up
signal and count:
u0.delay 6, u0.sdelay 8, u0.cur_state 11, u0.adc_data 15, u0.shift_data 15, u0.scnt 3, u0.sum 15, u0.cur 4
u0.shift_cnt 5
## routing by layer
metal | part of all wire [%] | up-vias
met5 | 0 | -
met4 | 1.8 | 0
met3 | 4.1 | 18
met2 | 41 | 94
met1 | 53 | 1852
li1 | - | 1988
## stage by stage
stage,setup TNS (ns),setup slack (ns)
2_1_floorplan,-13.16,-1.16
3_3_place_gp,-18.37,-1.21
3_5_place_dp,-18.71,-1.24
4_1_cts,-21.13,-1.25
5_1_grt,-25.31,-1.41
6_report,-21.08,-1.27
## cell usage in the layout (no fill, tap or decap), types with 7 or more instances in the layout
| cell | count |
|---|---|
| a21o_1 | 18 |
| conb_1 | 34 |
| mux2_4 | 26 |
| clkbuf_8 | 13 |
| buf_2 | 7 |
| mux2i_1 | 8 |
| dfrtp_1 | 87 |
| nor3_1 | 8 |
| nand2_1 | 23 |
| clkdlybuf4s50_1 | 19 |
| nor2_1 | 33 |
| inv_1 | 29 |
| a21oi_1 | 9 |
| ha_1 | 22 |
| buf_4 | 116 |
| nand2_2 | 11 |
| buf_6 | 27 |
| nand4_1 | 8 |
| ha_4 | 14 |
| nand3_1 | 8 |
| xnor2_1 | 12 |
| inv_2 | 7 |
## cell type report
cell class / instances / area share [%]
Multi-Input combinational cell: 343 / 40.1
Sequential cell: 94 / 31.3
Timing Repair Buffer: 179 / 20.9
Clock buffer: 14 / 2.44
Tap cell: 133 / 2.21
Inverter: 37 / 2.01
Clock inverter: 6 / 1.01
## path summary, 6_finish.rpt
kind | to | slack, ns | depth (start not counted)
worst max-delay path | u0.sum[10]$_DFFE_PN0P_ | -1.27 | 11
worst min-delay path | u0.cur[3]$_DFF_PN0_ | 0.03 | 2
worst max register to register | u0.sum[10]$_DFFE_PN0P_ | -1.27 | 11
worst min register to register | u0.delay[0]$_DFFE_PN0P_ | 0.34 | 1
max in group asynchronous | u0.adc_cs$_DFFE_PN1P_ | 0.13 | 3
min in group asynchronous | u0.cur[1]$_DFF_PN0_ | 0.19 | 2
## what timing repair did
action,in CTS,in global routing
hold buffers,2,0
pin swaps,36,35
gates resized,96,85
buffers inserted,23,17
cloned,4,0
hold endpoints to repair,63,0
endpoints found under the setup margin,72,83
## cells by family after synthesis
logic type	share of synthesized area, %
xor gates and xnor gates	3.66
DFF	47.0
other	0.0746
adders and majority gates	9.61
muxes	7.87
AOI/OAI and AO/OA	10.8
and+or+nand+nor	12.6
buffers and inverters	8.42
## synth_stat cells, types with 3 or more instances
| library cell | n | area, sq um |
|---|---|---|
| dfrtp_1 | 88 | 2200 |
| nor2_1 | 39 | 146 |
| ha_1 | 37 | 463 |
| nand2_1 | 37 | 139 |
| inv_1 | 36 | 135 |
| buf_4 | 33 | 248 |
| mux2_2 | 27 | 304 |
| a21o_1 | 18 | 135 |
| a21oi_1 | 16 | 80.1 |
| o21ai_0 | 16 | 80.1 |
| nand3_1 | 15 | 75.1 |
| xnor2_1 | 15 | 131 |
| nor3_1 | 10 | 50.1 |
| mux2i_1 | 8 | 80.1 |
| nand4_1 | 8 | 50.1 |
| dfstp_2 | 6 | 158 |
| xor2_1 | 6 | 52.6 |
| clkbuf_1 | 5 | 18.8 |
| a2111oi_0 | 4 | 35.0 |
| nand2b_1 | 4 | 25.0 |
| o31ai_1 | 4 | 30.0 |
| and2_1 | 3 | 18.8 |
| and3_1 | 3 | 18.8 |
| nor2b_1 | 3 | 18.8 |
| o211ai_1 | 3 | 22.5 |
## worst max-delay path: cells and delay by family, from the launching register on
| kind | cells | cell delay, ns |
|---|---|---|
| AOI/OAI and AO/OA | 5 | 0.71 |
| and+or+nand+nor | 1 | 0.24 |
| DFF | 1 | 0.36 |
| buffers and inverters | 3 | 0.34 |
| adders and majority gates | 2 | 0.52 |
Power figures rest on the tool's default switching activity, not on a simulated workload.
